--- flow/run.sh ---
#!/bin/bash
# OpenROAD 26Q1-2900-gdf79404cd8, Yosys 0.63+post, stock flow scripts
make -C /OpenROAD-flow-scripts/flow DESIGN_CONFIG=/design/flow/config.mk WORK_HOME=/design/flow/orfs finish
--- flow/config.mk ---
export PLATFORM = sky130hd
export DESIGN_NAME = PC
export DESIGN_NICKNAME = PC
export VERILOG_FILES = /design/flow/design.v
export SDC_FILE = /design/flow/constraint.sdc
export NUM_CORES = 4
export LEC_CHECK = 1
export CORE_UTILIZATION = 40
export SYNTH_HDL_FRONTEND = slang
--- flow/constraint.sdc ---
current_design PC

set clk_period 5.1
set clk_io_pct 0.2

create_clock -name clk0 -period $clk_period [get_ports {cpu_clk}]

set non_clock_inputs [all_inputs -no_clocks]
set_input_delay [expr $clk_period * $clk_io_pct] -clock clk0 $non_clock_inputs
set_output_delay [expr $clk_period * $clk_io_pct] -clock clk0 [all_outputs]
--- flow/design.v ---
`timescale 1ns / 1ps
module PC #(parameter width=32)(
    input logic reset,
    input logic cpu_clk,
    input logic PCSel,          
    input logic [31:0] alu_out,  
    output logic [width-1:0] count=32'h80000000     
);
always @(posedge cpu_clk or posedge reset) begin
    if (reset)
        count <= 32'h80000000;
    else if (PCSel)
        count <= alu_out;   
    else
        count <= count + 4;   
end
endmodule
==> impl_metrics.py <==
# Synthesis and PnR figures
metrics = {
    "logic_synthesis": {
        "ys_warn_count": 0,
        "top_area_share_pct": 42.6,
        "ys_sh_aoi_pct": 15.3,
        "ys_sh_xor_pct": 5.30,
        "topCellsByArea": "dfrtp_1, or4_1, o31ai_1, a31oi_1, nand2_1",
        "syn_avg_cell_area_um2": 9.28,
        "muxShareOfSynthArea_pct": 1.86,
        "ys.flops": 32,
        "adder_share_pct": 0.688,
        "ys_seq_share_pct": 44.1,
        "ys_sh_simple_pct": 27.2,
        "top_area_cell": "dfrtp_1",
        "logic_family": "simple AND/OR/NAND/NOR gates",
        "yosys-stat-cells": 196,
        "synth_chip_area_um2": 1820,
        "ys_types": 29,
        "postSynthCellCount": 196,
        "syn_area_um2": 1820,
    },
    "floorplan": {
        "core_area_um2": 4350,
        "io_pins": 67,
        "fp.dieH_um": 69.4,
        "rows": 24,
        "die_w_um": 69.4,
        "dieArea_um2": 4820,
        "fp_util_pct": 41.8,
    },
    "min_path": {
        "hold_class": "reg2reg",
    },
    "power": {
        "swShare_pct": 26.3,
        "total_power_mw": 0.631,
        "peakVddDrop_v": 0.000180,
        "switchingPower_mw": 0.166,
        "power_frac_comb_pct": 21.2,
        "power_leakage_nw": 0.984,
        "seq_power_share_pct": 49.6,
        "power_density_nw_per_um2": 247,
        "p_int_mw": 0.465,
        "clock_power_share_pct": 29.2,
    },
    "setup_path": {
        "cp_top_family": "buffers and inverters",
        "critPathLaunchType": "input port",
        "path_buffers": 3,
        "cpPeakStageDelay_ns": 0.66,
        "cpMaxStageDelayCell": "inv_1",
        "critPathMaxFanout": 34,
        "arrival_ns": 2.75,
        "crit_required_ns": 5.30,
        "critical_path_class": "in2reg",
        "cp-end-kind": "flop",
        "crit_chain": "clkdlybuf4s50_1 > buf_4 > inv_1 > o311ai_0 > o211ai_1",
    },
    "timing": {
        "setup_viol": 0,
        "finClkSkew_ns": 0.00471,
        "tightest_slew_ns": 0.864,
        "final_max_slew_viol_count": 0,
        "max_slew_margin_pct": 42.3,
        "period_needed_ns": 2.55,
        "fmax_mhz": 392,
        "rsz0062_at_grt": "false",
        "fin_tns_setup_ns": 0,
        "period_used_pct": 50.1,
        "finalHoldViolations": 0,
    },
    "cts": {
        "htree_levels": 2,
        "clock_path_buffers": 2,
        "cts_buffers": 5,
        "cts_setup_buffers": 0,
        "hold_buffers": 0,
        "cts_tree": "built",
        "cts_resized": 0,
        "clk_latency_ns": 0.28,
        "cts_root_buf": "clkbuf_8",
        "path_clk_slew_ns": 0.06,
        "cts_sinks": 32,
    },
    "status": {
        "status": "complete, no violations",
    },
    "finish": {
        "fillers": 351,
        "lay_top_cells": "clkdlybuf4s50_1, dfrtp_1, nand2_1",
        "top_register": "count",
        "top_regs": "count: 32 flops",
        "largest_reg_flops": 32,
        "syn_to_final_growth_pct": 40.4,
        "drive_above_1_share_pct": 6.61,
        "layout_top_cell": "clkdlybuf4s50_1",
    },
    "global_route": {
        "grt_max_degree": 35,
        "grt_pass1_wl_um": 7490,
        "antenna_found_initial": 0,
        "grt_use_total_pct": 19.2,
        "gr-total-overflow": 0,
        "first_global_vias": 1595,
    },
    "route": {
        "wl_per_cell_um": 14.1,
        "firstDrtPassIters": 4,
        "ant_nets": 0,
        "drcViolationCount": 0,
        "viasPerCell": 5.53,
        "drtIter0Drc": 88,
        "vias": 1708,
        "diodes": 0,
        "routed_wl_um": 4350,
    },
    "placed_design": {
        "dpl.hpwl_um": 2970,
        "gp_congestion": 0.838,
        "portBuffers": 66,
    },
    "flow_run": {
        "max_cap_viol_count": 0,
        "warnings": 26,
    },
}
per-stage QoR:
stage          hold slack [ns]  cells  area [um2]  util, %  setup slack [ns]
2_1_floorplan            0.445    196        1820        -              3.17
3_3_place_gp             0.494    301        2470     56.8              2.29
3_5_place_dp             0.500    301        2470     56.8              2.27
4_1_cts                  0.510    309        2550     58.7              2.57
5_1_grt                  0.519    309        2550     58.7              2.32
6_report                 0.506    309        2550     58.7              2.55
cell usage after synthesis:
| master | number |
|---|---|
| or3_1 | 3 |
| xnor2_1 | 2 |
| and3_1 | 3 |
| xor2_1 | 9 |
| and2_1 | 3 |
| dfrtp_1 | 31 |
| or4_1 | 14 |
| buf_2 | 4 |
| dfstp_2 | 1 |
| nand2_4 | 1 |
| nor2_1 | 14 |
| o211ai_1 | 3 |
| nand4_1 | 8 |
| o311ai_0 | 1 |
| ha_1 | 1 |
| nand4_2 | 2 |
| nand4_4 | 1 |
| o21ai_0 | 14 |
| mux2_2 | 3 |
| o31ai_1 | 12 |
| inv_1 | 4 |
| nand2_1 | 23 |
| clkbuf_8 | 1 |
| clkbuf_1 | 8 |
| or2_2 | 1 |
| buf_6 | 2 |
| and4_1 | 4 |
| a31oi_1 | 14 |
| nand3_1 | 9 |
worst reg2reg max path: cells and delay by family (launching register included):
kind            cells  cell delay [ns]
flops               1             0.45
simple gates        3             1.38
compound gates      1             0.21
final timing paths:
check / slack [ns] / to / from / cells after the start
min reg2reg: 0.51 / count[31] / count[31] / 2
max reg2reg: 2.99 / count[25] / count[5] / 4
max: 2.55 / count[27] / PCSel / 5
min in group asynchronous: 1.12 / count[0] / reset / 3
max in group asynchronous: 3.65 / count[31] / reset / 3
min: 0.51 / count[31] / count[31] / 2
logic make-up (layout without fill, tap and decap cells):
group           after synthesis  in the layout
flops                        32             32
xor+xnor                     11             11
simple gates                 86             86
mux                           3              3
fa+ha+maj                     1              1
buf+inv                      19             80
compound gates               44             44
per-layer routing:
layer | GRT usage, % | vias up | routed length [um]
met4 | 2.27 | 0 | 59
met2 | 30.3 | 56 | 2020
met5 | 0 | - | 0
met1 | 29.3 | 798 | 2030
li1 | - | 847 | -
met3 | 3.39 | 7 | 250
power by group through the flow:
stage,Clock (mW),Combinational (mW),Sequential (mW)
4_1_cts,0.192,0.136,0.313
5_1_grt,0.200,0.149,0.318
6_report,0.184,0.134,0.313
cell type report:
cell class | instances | area [um2] | area share (%)
Clock inverter | 1 | 5.00 | 0.196
Clock buffer | 7 | 76.3 | 2.99
Multi-Input combinational cell | 145 | 916 | 35.8
Inverter | 4 | 15.0 | 0.588
Sequential cell | 32 | 802 | 31.4
Timing Repair Buffer | 68 | 676 | 26.4
Tap cell | 52 | 65.1 | 2.55
Power and IR drop assume default switching activity.
