==> flow/config.mk <==
export PLATFORM = sky130hd
export DESIGN_NAME = ALU
export DESIGN_NICKNAME = ALU
export VERILOG_FILES = /design/flow/design.v
export SDC_FILE = /design/flow/constraint.sdc
export NUM_CORES = 4
export LEC_CHECK = 1
export CORE_UTILIZATION = 50
export SYNTH_HDL_FRONTEND = slang
==> flow/constraint.sdc <==
current_design ALU

set clk_period 16.7
set clk_io_pct 0.2

create_clock -name clk0 -period $clk_period

set non_clock_inputs [all_inputs -no_clocks]
set_input_delay [expr $clk_period * $clk_io_pct] -clock clk0 $non_clock_inputs
set_output_delay [expr $clk_period * $clk_io_pct] -clock clk0 [all_outputs]
==> flow/design.v <==
`timescale 1ns / 1ps
module ALU (
    input logic [31:0]data_mux_a_out,
    input logic [31:0]data_mux_b_alu,
    input logic [3:0] ALUSel,   
    output logic [31:0] ALU_OUT
);
always_comb begin
    case (ALUSel)
        4'b0000: ALU_OUT = data_mux_a_out +data_mux_b_alu;   
        4'b0001: ALU_OUT = data_mux_a_out -data_mux_b_alu;   
        4'b0010: ALU_OUT = data_mux_a_out &data_mux_b_alu;   
        4'b0011: ALU_OUT = data_mux_a_out |data_mux_b_alu;   
        4'b0100: ALU_OUT = data_mux_a_out ^data_mux_b_alu;   
        4'b0101: ALU_OUT = data_mux_a_out <<data_mux_b_alu[4:0];   
        4'b0110: ALU_OUT = data_mux_a_out >>data_mux_b_alu[4:0];   
        4'b0111: ALU_OUT = $signed(data_mux_a_out) >>> data_mux_b_alu[4:0];   
        4'b1000: ALU_OUT = ($signed(data_mux_a_out) < $signed(data_mux_b_alu)) ? 32'b1 : 32'b0;   
        4'b1001: ALU_OUT = (data_mux_a_out < data_mux_b_alu) ? 32'b1 : 32'b0;   
        4'b1010: ALU_OUT = {data_mux_b_alu<<12}+data_mux_a_out; 
        4'b1011: ALU_OUT = {data_mux_b_alu<<12}; 
        default: ALU_OUT = 32'b0;   
    endcase
end
endmodule
==> flow/run.sh <==
#!/bin/bash
# OpenROAD 26Q1-2900-gdf79404cd8, Yosys 0.63+post, stock flow scripts
make -C /OpenROAD-flow-scripts/flow DESIGN_CONFIG=/design/flow/config.mk WORK_HOME=/design/flow/orfs finish
==> Slide: Implementation Results <==
Physical Implementation Snapshot

Route
  – Starting DRT DRC Count: 1451
  – Post-detailed-route DRC marker count: 12
  – TritonRoute pass-1 iters: 48
  – Routed wire per std cell: 25.2 um
  – Average vias per placed instance: 6.98
  – Detailed-route via count: 11600
  – Antenna viol nets, final: 0
  – ANT cells: 0
  – Detailed Route WL: 42100 um

Logic synthesis
  – Top area cells in the synthesized netlist: sky130_fd_sc_hd__ha_1 (16%), sky130_fd_sc_hd__mux2i_1 (8.2%), sky130_fd_sc_hd__o21ai_0 (7.7%), sky130_fd_sc_hd__a21oi_1 (6.7%), sky130_fd_sc_hd__nor2_1 (5.7%)
  – Yosys top cell by area: sky130_fd_sc_hd__ha_1
  – Number of distinct library cells after synthesis: 69
  – Simple Share, Synth: 0.214
  – Cell count after synthesis: 1419
  – Portion of netlist area occupied by mux cells: 0.135
  – Cell with the most instances after synthesis: sky130_fd_sc_hd__o21ai_0
  – Synthesized chip area reported by yosys: 9280 um^2
  – Yosys aoi share: 0.361
  – Sequential-to-total area share from yosys stat: 0
  – # Cells Yosys: 1419
  – Xor/xnor share: 0.0359
  – Number of warnings issued by yosys: 0
  – Max-area cell share: 0.162
  – Cell Area, Synth: 9280 um^2
  – Most common library cells after synthesis: sky130_fd_sc_hd__o21ai_0 (143), sky130_fd_sc_hd__nor2_1 (141), sky130_fd_sc_hd__a21oi_1 (125), sky130_fd_sc_hd__ha_1 (120), sky130_fd_sc_hd__nand2_1 (115)
  – Post-synthesis average cell area: 6.54 um^2
  – Adder share: 0.168
  – Synth logic family: AND-OR/OR-AND gates

Global route
  – Vias in the first global route: 10100
  – Initial antenna violation count: 1
  – Global-route wire length before repair: 63000 um
  – Global-route congestion overflow total: 0
  – Global-route usage over all layers: 0.437
  – Pin count of the biggest net entering global routing: 75

Cells and area
  – Layout sequential cell count: 0
  – Clock buffers: 0
  – Area delta synth->final: 11.3%
  – Share of the core filled with cells in the final layout: 0.571
  – Layout cell share with drive strength beyond 1: 0.0528
  – Sequential cell area: 0 um^2

Placed design
  – Count of port buffers added during placement: 100
  – Routability cong.: 1.09
  – Final HPWL DP: 32900 um
  – Setup slack at placement: 5.57 ns

Die
  – Chip width: 138 um
  – Core box area: 18100 um^2
  – I/O pin total: 100
  – Die outline area: 19100 um^2
  – Row cnt: 49
  – Init Core Util: 0.513
  – Die Y: 138 um

Pwr
  – Worst vdd ir: 0.0155 mV
  – Leakage power summed over all cells: 4.40 nW
  – Total power divided by cell area: 35.7 nW/um^2
  – Final total power: 0.369 mW

Worst setup path
  – Critical path peak fanout: 54
  – Required time at the worst-slack endpoint: 13.36 ns
  – Crit start category: input pin
  – Worst setup EP type: primary output
  – Critical path type: in -> out
  – Critical Path AT: 7.98 ns

Final timing
  – Slack of the critical path: 5.38 ns
  – Final number of hold-violating endpoints: 0
  – Setup repair after global routing missed its margin: no
  – Final Cycle Share: 0.678
  – Minimum clock period after layout: 11.32 ns
  – Relative slew margins: 0.381
  – Final max-slew violation count: 0
  – Achievable clock frequency: 88.4 MHz
  – Transition time at the pin with the least slew margin: 0.919 ns
  – Endpoints failing setup: 0
  – Setup TNS: 0 ns

Run
  – Max Cap Violations: 0
  – Number of warning messages in the logs: 102

Run status
  – Result of the run: finished, violations left
  – Violated checks: DRC

Worst hold path
  – Path category of the worst min-delay check: in -> out

CTS
  – Number of buffers inserted by post-CTS setup repair: 0
  – Count of instances resized after the clock tree is built: 0
  – Post-CTS Hold Buffers: 0
==> power by group <==
part	switching [mW]	leakage [nW]	internal (mW)
Combinational	0.225	4.40	0.144
Sequential	0	0	0
Clock	0	0	0
Total	0.225	4.40	0.144
==> critical path: stages <==
cell and delay, ns:
sky130_fd_sc_hd__buf_2 0.08, sky130_fd_sc_hd__buf_4 0.43, sky130_fd_sc_hd__inv_1 0.41, sky130_fd_sc_hd__ha_1 0.59
sky130_fd_sc_hd__nor2_1 0.12, sky130_fd_sc_hd__a2111oi_1 0.78, sky130_fd_sc_hd__o21ai_2 0.11, sky130_fd_sc_hd__a221o_2 0.40
sky130_fd_sc_hd__or2_2 0.30, sky130_fd_sc_hd__a21oi_1 0.34, sky130_fd_sc_hd__o31ai_1 0.13, sky130_fd_sc_hd__a21oi_1 0.20
sky130_fd_sc_hd__xnor2_1 0.08, sky130_fd_sc_hd__o21ai_0 0.16, sky130_fd_sc_hd__clkdlybuf4s50_1 0.49
==> worst paths after layout <==
path                              start           to  slack [ns]  depth (start not counted)
worst min-delay path  data_mux_b_alu[4]   ALU_OUT[7]        7.77                          5
worst max-delay path  data_mux_b_alu[4]  ALU_OUT[28]        5.38                         15
==> final cells by class <==
class,instances,area (um^2)
multi-input combinational,1210,8500
fill,1828,7750
timing repair buffer,121,1130
inverter,109,409
tap,229,287
==> cells in the final DEF, fill, tap and decap left out, types with 7 or more instances in the layout <==
master                            instances
sky130_fd_sc_hd__a21oi_1                125
sky130_fd_sc_hd__a211oi_1                24
sky130_fd_sc_hd__nor2b_1                 15
sky130_fd_sc_hd__nand4_1                 10
sky130_fd_sc_hd__a221oi_1                30
sky130_fd_sc_hd__o221ai_1                11
sky130_fd_sc_hd__nand2b_1                30
sky130_fd_sc_hd__inv_1                  107
sky130_fd_sc_hd__ha_1                   120
sky130_fd_sc_hd__nor3_1                  25
sky130_fd_sc_hd__a211o_1                  7
sky130_fd_sc_hd__o311ai_0                 8
sky130_fd_sc_hd__o31ai_1                  9
sky130_fd_sc_hd__mux4_2                  17
sky130_fd_sc_hd__mux2i_1                 76
sky130_fd_sc_hd__o22ai_1                 12
sky130_fd_sc_hd__nor2_1                 140
sky130_fd_sc_hd__a21o_1                  15
sky130_fd_sc_hd__nand3_1                 37
sky130_fd_sc_hd__nand2_1                115
sky130_fd_sc_hd__or3_1                   17
sky130_fd_sc_hd__o2111ai_1               12
sky130_fd_sc_hd__a31oi_1                 18
sky130_fd_sc_hd__mux2_2                  10
sky130_fd_sc_hd__o21ai_0                143
sky130_fd_sc_hd__buf_4                   22
sky130_fd_sc_hd__a221o_1                  8
sky130_fd_sc_hd__clkdlybuf4s50_1         94
sky130_fd_sc_hd__o211ai_1                24
sky130_fd_sc_hd__o21bai_1                17
sky130_fd_sc_hd__nor4_1                   8
sky130_fd_sc_hd__xnor2_1                 32
==> kinds of logic after synthesis <==
group,Yosys count
fa+ha+maj,123
xor+xnor,38
mux,103
compound gates,517
simple gates,429
buf+inv,209
==> through the flow <==
stage	instance area, um^2	cells	hold WS (ns)
after floorplan	9280	1419	6.78
final	10300	1669	7.77
after global placement	10300	1669	7.78
after detailed placement	10300	1669	7.78
after CTS	10300	1669	7.77
after global routing	10300	1669	7.85
==> routing by layer <==
layer  global-route usage  up-vias  routed length, um
li1                     -     5297                  -
met1                0.656     5385              17500
met2                0.619      842              17100
met3               0.0978      120               5860
met4                0.139        2               1680
met5                    0        -                 13
No activity file was given, so power comes from the tool's default toggle rates.
