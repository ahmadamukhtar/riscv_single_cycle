--- flow/run.sh ---
#!/bin/bash
# OpenROAD 26Q1-2900-gdf79404cd8, Yosys 0.63+post, stock flow scripts
make -C /OpenROAD-flow-scripts/flow DESIGN_CONFIG=/design/flow/config.mk WORK_HOME=/design/flow/orfs finish
--- flow/config.mk ---
export PLATFORM = sky130hd
export DESIGN_NAME = reg_file
export DESIGN_NICKNAME = reg_file
export VERILOG_FILES = /design/flow/design.v
export SDC_FILE = /design/flow/constraint.sdc
export NUM_CORES = 4
export LEC_CHECK = 1
export CORE_UTILIZATION = 30
export SYNTH_HDL_FRONTEND = slang
--- flow/constraint.sdc ---
current_design reg_file

set clk_period 5.7
set clk_io_pct 0.2

create_clock -name clk0 -period $clk_period [get_ports {cpu_clk}]

set non_clock_inputs [all_inputs -no_clocks]
set_input_delay [expr $clk_period * $clk_io_pct] -clock clk0 $non_clock_inputs
set_output_delay [expr $clk_period * $clk_io_pct] -clock clk0 [all_outputs]
--- flow/design.v ---
`timescale 1ns / 1ps
module reg_file(
    input logic cpu_clk,
    input logic RegWEn,
    input logic [4:0] rs1,
    input logic [4:0] rs2,
    input logic [4:0] rd,
    input logic [31:0]mux_out,
    output logic [31:0] data_R1,
    output logic [31:0] data_R2
);
logic [31:0] reg_file[31:0];
assign data_R1 = reg_file[rs1];
assign data_R2 = reg_file[rs2];
always @(posedge cpu_clk) begin
    if (RegWEn&&rd!=0) begin
        reg_file[rd] = mux_out;
    end
end
initial begin
    integer i;
    for (i = 0; i < 32; i = i + 1) begin
        reg_file[i] = 32'b0;
    end
end
endmodule
==> flow_summary.ini <==
; synthesis and place-and-route metrics
[run_status]
status = finished, final reports clean

[synthesis]
top_cell_area_share_pct = 63.0
ff_type = edfxtp_1
avgSynthCellArea_sq_um = 14.4
ys_warn_count = 0
ys_sh_aoi_pct = 8.05
yosys.stat.chipArea_sq_mm = 0.0488
synth_flops = 1024
ys_cells = 3389
ys_sh_xor_pct = 0
yosys.area_share.adder_pct = 0
syn_area_sq_mm = 0.0488
synth_cell_types = 26
ys_top_cells_by_area = edfxtp_1 63%, mux2i_1 21%, a22oi_1 3.0%
synthesis.instances = 3389
async_flop_share_pct = 0
edf_count = 1024
simple_gate_share_pct = 4.74
ys_seq_share_pct = 63.0
synth_area_leader_cell = edfxtp_1
muxShareOfSynthArea_pct = 21.0
topCombFamilyByArea = multiplexers

[critical_path]
cp_num_buf_inv = 4
cpMaxStageDelayCell = clkdlybuf4s50_1
slowest_delay_ns = 0.78
path_class = in2out
critPathMaxFanout = 52
worstPathRequired_ns = 4.56
critPathCaptureType = output port
path_common_cell = clkdlybuf4s50_1
arrival_ns = 4.14
crit_chain = clkdlybuf4s50_1 > nor2b_4 > buf_12 > buf_4 > a22o_1 > nor3_1 > a31oi_1 > nand3_1 > clkdlybuf4s50_1
startpoint_type = input port
critPathTopFamily = buffers and inverters

[place]
portBuffers = 112
hpwl_um = 88800
gp_congestion = 0.878
place_area_sq_mm = 0.0536

[global_route]
antenna_found_initial = 8
grt-ovfl-total = 0
track_usage_pct = 19.7
grt_pass1_vias = 32300
grt_pass1_wl_um = 221000
grt_start_max_net_pins = 73

[clock_tree]
cts.sinks = 1024
cts_buffer_depth = 3
clkTransAtPathRegs_ns = 0.06
cts_setup_buffers = 0
numCtsBuffers = 100
cts_tree = done
htree_levels = 3
cts.hold.buffers_added = 0
cts_root_buf = clkbuf_16
ctsResizeCount = 0

[sta]
finalHoldViolations = 0
timing.setup.tns_ns = 0
rsz0062_at_grt = false
drv_slew = 0
max_freq_mhz = 189
finalCriticalPeriod_ns = 5.28
fin_crit_sh_pct = 92.6
hold_slack_ns = 1.25
max-slew-margin-rel_pct = 38.5
setup_viol = 0
tightest_slew_ns = 0.921

[power]
cellLeakagePower_uw = 0.0207
ir_worst_vdd_mv = 0.224
power_density_mw_per_mm2 = 296

[routing]
via_count = 31200
wl_per_cell_um = 26.6
dr.pass1.iters = 5
dr.first_iter.drc_count = 2066
diodes = 0
via_per_inst = 5.37
drc = 0
wirelength_um = 154000
ant_nets = 0

[cells_and_area]
final_util_pct = 35.4
fin_area_sq_mm = 0.0569
drive_above_1_share_pct = 10.3
fill_cells = 15100
comb_area_sq_mm = 0.0169
lay_top_cells = 1,024 x mux2i_1, 1,024 x edfxtp_1, 196 x nand2_1
largest_register_ffs = 1024
seq_area_sq_mm = 0.0307
synthToLayoutAreaGrowth_pct = 16.7

[die]
dieArea_sq_mm = 0.164
die_h_um = 405
fp_util_pct = 30.3
fp.coreArea_sq_mm = 0.161
row_count = 147
ios = 113
dieWidth_um = 405

[min_path]
hp-class = in2reg

[flow_run]
warnings = 26
drv_cap = 0
==> cells in the mapped netlist (2+ instances only) <==
cell      instances
nor2_1           34
or2_2             2
and2_1            3
buf_2            72
nor3_1           64
a22o_1          128
clkbuf_4          4
nand3_1         195
a31oi_1          64
a21oi_1         192
mux2i_1        1024
clkbuf_1         68
buf_6            37
nand2b_1          4
nand2_1         198
edfxtp_1       1024
buf_1            16
a22oi_1         192
nand3b_1          4
nor2b_1           4
buf_4            55
==> final timing paths <==
| kind | start | end | slack (ns) | cells after the start |
|---|---|---|---|---|
| min | mux_out[21] | reg_file[53]$_DFFE_PP_ | 1.25 | 2 |
| max | rs1[2] | data_R1[14] | 0.42 | 9 |
==> cell families after synthesis <==
| group | count (synthesis) |
|---|---|
| other | 1 |
| AND-OR/OR-AND | 576 |
| flip-flops | 1024 |
| multiplexers | 1024 |
| AND/OR/NAND/NOR | 512 |
| buffers and inverters | 252 |
==> stage by stage <==
stage	setup WS, ns	total power [uW]	cells
global placement	0.478	10200	5621
detailed placement	0.479	10200	5621
global route	0.346	17300	5802
floorplan	2.27	9470	3420
finish	0.422	16900	5802
CTS	0.464	17000	5802
==> layout make-up <==
cell class                 count  share of cell area (%)
multi-input combinational   2144                    29.7
sequential                  1024                    54.0
tap                         2160                    4.75
clock inverter                56                    1.16
timing repair buffer         293                    5.69
clock buffer                 125                    4.71
==> per-layer routing <==
metal  track usage [%]  vias to the layer above  wire length, um
li1                  -                    13700                -
met1              23.4                    15500            55200
met2              30.7                     1574            72800
met3              11.3                      311            20500
met4              5.40                       20             5260
met5             0.981                        -              285
==> where the power goes <==
part / leakage [uW] / switching, uW / internal [uW]
registers: 0.00925 / 42.6 / 8390
logic: 0.00982 / 975 / 638
clock network: 0.00159 / 2890 / 3920
Power and IR drop assume default switching activity.
